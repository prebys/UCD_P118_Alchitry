==> ./design.v <==
module address_3 (
  input clk,               
  input ss,                
  output reg [7:0] addr,   
  output reg running);     
  parameter IDLE=0, RUN=1;   
  integer state=IDLE;        
  always @(posedge clk) begin  
    case(state) 
      IDLE: begin              
        if (ss==0) 
          running = 0;          
        else begin
          running = 1;
          addr = 0;
          state = RUN;         
        end
        end
      RUN: begin               
        addr = addr+1;
        if (addr==255)         
           state = IDLE;       
       end
     endcase
   end
endmodule
module buffer_5 #(parameter DATBITS=24, ADDBITS=8) 
   (
   input clk,     
   input we,      
   input [ADDBITS-1:0] waddr,   
   input [DATBITS-1:0] wdata,   
   input rd,      
   input [ADDBITS-1:0] raddr,   
   output [DATBITS-1:0] rdata); 
   reg [DATBITS-1:0] mem [2**ADDBITS-1:0];   
   assign rdata = (rd==1)? mem[raddr]: {DATBITS*{1'bZ}};
   always @(posedge clk) 
      if(we==1) mem[waddr]=wdata;
endmodule
module hitcounter_4 (
    input clk,              
    input ss,               
    input running,          
    input [15:0] data,      
    input [15:0] thresh,    
    output we,              
    output reg [8:0] nhit   
    );
    assign we = (data>thresh)&(running==1);  
    always @(posedge clk) begin  
      if ((ss==1)&(running==0)) nhit=0;
      if (we==1) nhit=nhit+1;   
   end
endmodule
module readout_1 (
   input CLK,               
   input START,             
   output ADDR,             
   input [15:0] DATA,       
   input SEL,               
   input [7:0] HADDR,       
   output BUSY,             
   output [23:0] HDATA,     
   output [8:0] HNHIT);     
   wire [8:0] NHIT;         
   wire RUNNING;            
   assign BUSY = (SEL==1)? RUNNING : 1'bZ;
   assign HNHIT = (SEL==1)? NHIT : 9'h1ZZ;
   reg [15:0] THRESH=1000;   
   reg SS;                   
   always @(posedge CLK)
     SS=START;      
   address_3 a1 (.clk(CLK),          
               .ss(SS),            
               .addr(ADDR),        
               .running(RUNNING)); 
   hitcounter_4 c1 (.clk(CLK),         
                  .ss(SS),           
                  .running(RUNNING), 
                  .data(DATA),       
                  .thresh(THRESH),   
                  .we(WE),           
                  .nhit(NHIT));      
   buffer_5 b1 (.clk(CLK),             
                .we(WE),             
                .waddr(NHIT[7:0]),   
                .wdata({ADDR,DATA}), 
                .rd(SEL),            
                .raddr(HADDR),       
                .rdata(HDATA));      
endmodule
==> ./run.sh <==
#!/bin/bash
# OpenROAD 26Q1-2900-gdf79404cd8, Yosys 0.63+post, stock flow scripts
make -C /OpenROAD-flow-scripts/flow DESIGN_CONFIG=/design/flow/config.mk WORK_HOME=/design/flow/orfs finish
==> ./config.mk <==
export PLATFORM = sky130hd
export DESIGN_NAME = readout_1
export DESIGN_NICKNAME = readout_1
export VERILOG_FILES = /design/flow/design.v
export SDC_FILE = /design/flow/constraint.sdc
export NUM_CORES = 4
export LEC_CHECK = 1
export CORE_UTILIZATION = 50
export SYNTH_MEMORY_MAX_BITS = 65536
==> ./constraint.sdc <==
current_design readout_1

set clk_period 28.2
set clk_io_pct 0.2

create_clock -name clk0 -period $clk_period [get_ports {CLK}]

set non_clock_inputs [all_inputs -no_clocks]
set_input_delay [expr $clk_period * $clk_io_pct] -clock clk0 $non_clock_inputs
set_output_delay [expr $clk_period * $clk_io_pct] -clock clk0 [all_outputs]
==> flow_summary.json <==
{
  "status": "completed",
  "warnings": 33,
  "path_buffers": 7,
  "ys_seq_share_pct": 77.7,
  "clk_pin_slew_ps": 60,
  "die-area_sq_um": 340000,
  "hold_class": "reg2reg",
  "rsz0062_at_grt": "false",
  "cp_cell_sequence": "buf_16 > buf_4 > buf_4 > buf_4 > buf_12 > mux2i_1 > o221ai_1 > a21oi_1 > nor4_1 > nand4b_1 > nor4_1 > buf_4 > clkdlybuf4s50_1",
  "power.density_nw_per_um2": 71.0,
  "drc": 0,
  "yosys_cells": 7863,
  "fmax_mhz": 54.2,
  "cts_tree": "built",
  "syn_inst": 7863,
  "period_minus_slack_ps": 18430,
  "clock_latency_ps": 1000,
  "gp_congestion": 0.934,
  "p_leak_nw": 60.9,
  "antenna_found_initial": 12,
  "grt_pass1_vias": 89600,
  "crit_slowest_cell": "nor4_1",
  "place_inst": 12500,
  "synth_top_cell_by_area": "edfxtp_1",
  "setup_viol": 0,
  "r2r_cells": 6,
  "post_cts_buffers": 0,
  "drive_above_1_share_pct": 24.9,
  "end_kind": "output pin",
  "pin_count": 62,
  "critical_path.top_delay_family": "buffers and inverters",
  "dr.pass1.iters": 5,
  "syn_area_sq_um": 169000,
  "area_growth_pct": 13.2,
  "wire_per_inst_um": 34.5,
  "critical_path.max_stage_delay_ps": 1290,
  "cp_max_fo": 78,
  "cts_buffer_depth": 4,
  "worstSetupPathDepth": 13,
  "rows": 213,
  "r2r_start": "a1.running",
  "slew_violations": 0,
  "synth-edff-count": 4362,
  "crit_required_ps": 22560,
  "yosysMostFrequentCell": "edfxtp_1",
  "routed-via-count": 82800,
  "yosys_warnings": 10,
  "holdBufCountCts": 0,
  "cts_made_buffers": 441,
  "grt_max_degree": 120,
  "syn_avg_cell_area_sq_um": 21.5,
  "chipWidth_um": 583,
  "overflow": 0,
  "slew_headroom_pct": 4.78,
  "ant_nets": 0,
  "period_used_pct": 65.4,
  "vias_per_cell": 6.22,
  "yosysChipArea_sq_um": 169000,
  "holdCritStartpoint": "a1.state[0]",
  "crit_arrival_ps": 12790,
  "htreeDepth": 5,
  "maxCapViolCount": 0,
  "synth_cell_type_count": 58,
  "finalPower_mw": 13.6,
  "hpwl_mm": 273,
  "crit_top_cell": "buf_4",
  "cts_sinks": 4372,
  "setup_tns_ps": 0,
  "die_h_um": 583,
  "holdPathStages": 1,
  "synthTopCellsByArea": "edfxtp_1 78%, mux4_2 11%, mux2i_1 3.9%",
  "crit_path_start": "HADDR[0]",
  "grt_pass1_wl_mm": 653,
  "top_area_share_pct": 77.5,
  "path_class": "in2out",
  "drt_wl_total_mm": 460,
  "yosys-top-cells-count": "4362 x edfxtp_1, 840 x mux4_2, 666 x mux2i_1, 309 x o221ai_1, 282 x nor2_1",
  "flop_cell": "edfxtp_1",
  "finalNonFillerCells": 13300,
  "worstMarginPinSlew_ps": 1420,
  "first_iter_violations": 5768,
  "track_usage_pct": 31.1,
  "core_util_floorplan_pct": 50.2,
  "finClkSkew_ps": 60.7,
  "hold_viol": 0,
  "cts-root-buf": "clkbuf_16",
  "cts_resized": 0,
  "worstSetupStartpointType": "input pin",
  "ir_drop_uv": 60.6,
  "port_buffers": 54,
  "ys.flops": 4372,
  "ys_async_sr_fraction_pct": 0,
  "core_area_sq_um": 336000
}
[through the flow]
| step | instance area [sq um] | hold slack, ps | setup WS (ps) | utilization, % |
|---|---|---|---|---|
| after global placement | 177000 | 562 | 9860 | 52.6 |
| after floorplan | 169000 | 453 | 14860 | - |
| after detailed placement | 177000 | 574 | 10080 | 52.6 |
| after global routing | 191000 | 647 | 9700 | 56.8 |
| final | 191000 | 588 | 9770 | 56.8 |
| after CTS | 191000 | 589 | 10080 | 56.8 |
[worst reg2reg max path, stage by stage (launching register included)]
cell and delay [ps]:
edfxtp_1 630, o21ai_1 320, nor3b_1 700, nand3_2 770, buf_4 540, nor2_1 630
buf_4 370
[metal layers]
metal  track usage (%)  part of all wire (%)
met3              27.4                    21
met2              41.8                    45
met1              38.7                    30
met4              8.67                   3.8
met5              3.12                  0.35
[cell usage in the layout, fill, tap and decap left out, drive strengths merged, types with 35 or more instances in the layout]
cell,instances
o22ai,175
clkinv,216
mux4,840
mux2,35
nor2,282
o221ai,309
nor4,35
edfxtp,4362
nand2,101
bufinv,41
nor3,83
buf,540
mux2i,666
clkbuf,551
a21oi,185
[worst paths after layout]
check,end,slack (ps)
min,a1.addr[6],590
max reg2reg,b1.mem[123][15],23900
max,HDATA[3],9770
min reg2reg,a1.addr[6],590
[final cells by class]
class / count / area [sq um]
fill: 24000 / 145000
sequential: 4372 / 131000
multi-input combinational: 3010 / 35400
clock buffer: 546 / 11600
tap: 4515 / 5650
timing repair buffer: 577 / 4760
clock inverter: 272 / 2520
inverter: 8 / 42.5
antenna: 15 / 37.5
[flip-flops by register name (all words and copies together) (netlist names)]
| signal | flops |
|---|---|
| SS | 1 |
| a1.addr | 8 |
| a1.running | 1 |
| a1.state | 1 |
| b1.mem | 4352 |
| c1.nhit | 9 |
[kinds of logic after synthesis]
kind of cell	after synthesis	share of synthesized area (%)
buf+inv	487	1.64
compound gates	820	3.51
flops	4372	77.7
simple gates	631	1.74
fa+ha+maj	3	0.0222
xor+xnor	8	0.0415
other cells	1	0.00222
mux	1541	15.4
[power by group]
group | leakage, nW | internal [mW] | switching [mW] | total, mW
logic | 14.7 | 0.232 | 0.472 | 0.704
registers | 39.3 | 7.16 | 0.00799 | 7.17
clock network | 6.89 | 3.28 | 2.42 | 5.70
No activity file was given, so power comes from the tool's default toggle rates.
