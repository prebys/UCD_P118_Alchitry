File: flow/design.v
module address (
  input clk,               
  input ss,                
  output reg [7:0] addr,   
  output reg running);     
  parameter IDLE=0, RUN=1;   
  integer state=IDLE;        
  always @(posedge clk) begin  
    case(state) 
      IDLE: begin              
        if (ss==0) 
          running = 0;          
        else begin
          running = 1;
          addr = 0;
          state = RUN;         
        end
        end
      RUN: begin               
        addr = addr+1;
        if (addr==255)         
           state = IDLE;       
       end
     endcase
   end
endmodule
module buffer #(parameter DATBITS=24, ADDBITS=8) 
   (
   input clk,     
   input we,      
   input [ADDBITS-1:0] waddr,   
   input [DATBITS-1:0] wdata,   
   input rd,      
   input [ADDBITS-1:0] raddr,   
   output [DATBITS-1:0] rdata); 
   reg [DATBITS-1:0] mem [2**ADDBITS-1:0];   
   assign rdata = (rd==1)? mem[raddr]: {DATBITS*{1'bZ}};
   always @(posedge clk) 
      if(we==1) mem[waddr]=wdata;
endmodule
module hitcounter (
    input clk,              
    input ss,               
    input running,          
    input [15:0] data,      
    input [15:0] thresh,    
    output we,              
    output reg [8:0] nhit   
    );
    assign we = (data>thresh)&(running==1);  
    always @(posedge clk) begin  
      if ((ss==1)&(running==0)) nhit=0;
      if (we==1) nhit=nhit+1;   
   end
endmodule
module readout (
   input CLK,               
   input START,             
   output ADDR,             
   input [15:0] DATA,       
   input SEL,               
   input [7:0] HADDR,       
   output BUSY,             
   output [23:0] HDATA,     
   output [8:0] HNHIT);     
   wire [8:0] NHIT;         
   wire RUNNING;            
   assign BUSY = (SEL==1)? RUNNING : 1'bZ;
   assign HNHIT = (SEL==1)? NHIT : 9'h1ZZ;
   reg [15:0] THRESH=1000;   
   reg SS;                   
   always @(posedge CLK)
     SS=START;      
   address a1 (.clk(CLK),          
               .ss(SS),            
               .addr(ADDR),        
               .running(RUNNING)); 
   hitcounter c1 (.clk(CLK),         
                  .ss(SS),           
                  .running(RUNNING), 
                  .data(DATA),       
                  .thresh(THRESH),   
                  .we(WE),           
                  .nhit(NHIT));      
   buffer b1 (.clk(CLK),             
                .we(WE),             
                .waddr(NHIT[7:0]),   
                .wdata({ADDR,DATA}), 
                .rd(SEL),            
                .raddr(HADDR),       
                .rdata(HDATA));      
endmodule
File: flow/run.sh
#!/bin/bash
# OpenROAD 26Q1-2900-gdf79404cd8, Yosys 0.63+post, stock flow scripts
make -C /OpenROAD-flow-scripts/flow DESIGN_CONFIG=/design/flow/config.mk WORK_HOME=/design/flow/orfs finish
File: flow/config.mk
export PLATFORM = sky130hd
export DESIGN_NAME = readout
export DESIGN_NICKNAME = readout
export VERILOG_FILES = /design/flow/design.v
export SDC_FILE = /design/flow/constraint.sdc
export NUM_CORES = 4
export LEC_CHECK = 1
export CORE_UTILIZATION = 50
export SYNTH_MEMORY_MAX_BITS = 65536
File: flow/constraint.sdc
current_design readout

set clk_period 21.1
set clk_io_pct 0.2

create_clock -name clk0 -period $clk_period [get_ports {CLK}]

set non_clock_inputs [all_inputs -no_clocks]
set_input_delay [expr $clk_period * $clk_io_pct] -clock clk0 $non_clock_inputs
set_output_delay [expr $clk_period * $clk_io_pct] -clock clk0 [all_outputs]
==> deck_impl_summary.md <==
Implementation Results

CTS
  – CTS tree: done
  – CTS buffer count: about 440
  – H-Tree Depth: 5
  – Cts hold-fix bufs: 0
  – Clock root buffer: clkbuf_16
  – Resize count post-CTS: 0
  – Clock Latency Late Sink: 1.00 ns
  – # Post-CTS Setup Buffers: 0
  – Clk slew on worst S/H paths: around 0.06 ns
  – Clock Tree Buf Depth: 4
  – Clock sinks: 4372

Global route
  – Global-route wire length before repair: approximately 650000 microns
  – Initial antenna violation count: 29
  – Largest net degree at the start of global routing: around 140
  – Vias in the first global route: ~90000
  – Grt total ovfl: 0
  – GR Util All Layers: 0.3093

Routing
  – Remaining DRCs: 0
  – Detailed Route WL: between 400000 and 500000 microns
  – Via count: approximately 83000
  – Drt initial violations: about 5500
  – TritonRoute pass-1 iters: 7
  – Via density: between 6 and 7
  – Remaining antenna violation count: 0
  – Average wire per standard cell: ~34 microns

Synthesis
  – Synthesized instance count: ~7900
  – Ys cells: a little under 8000
  – Share of synthesized registers carrying an async set or reset: 0
  – Mapped Area: about 170000 sq um
  – Yosys stat chip area: roughly 170000 sq um
  – Synth Warn #: 10
  – Synth Seq Share: 0.7767
  – Most common reg cell: edfxtp_1
  – Mean post-synth cell area: approximately 21 sq um
  – Post-synth EDFFs: 4362
  – Yosys cell types: 58
  – Ys flops: 4372

Floorplanning
  – Die Span X: roughly 580 microns
  – I/O Pins: just over 60
  – Fp_density: 0.5022
  – Die area: 340100 sq um
  – Row Count: roughly 210
  – Die extent in y: 583.2 microns
  – Core Region: 336300 sq um

Final timing
  – Setup-failing EPs final: 0
  – Worst Tran Pin Value: around 1.4 ns
  – Setup TNS: 0 ns
  – Tmin final: between 15 and 20 ns
  – Rel. slew slack: 0.05628
  – Clock skew: 0.06746 ns
  – Final hold vios: 0
  – Fmax: 66.24 MHz
  – Setup ws final: between 6 and 7 ns
  – Final Max Slew Viols: 0
  – Fin crit share: 0.7154
  – RSZ-0062 raised after global routing: false

Pwr
  – Lkg Pwr: just over 60 nW
  – Pwr/cell area: roughly 95 nW/um^2
  – Maximum VDD drop: 0.00009001 V

Layout
  – Final Util: 0.5696
  – Area grow syn2layout: 13.42%
  – Layout cell share with drive strength beyond 1: 0.2516

Flow run
  – Max-cap violation count: 0
  – Tool warnings: ~55

Setup path
  – Reg2reg end: b1.mem[26][1]
  – RR Startpoint: a1.running
  – Worst setup SP type: input pin
  – Maximum net fanout on the critical path: approximately 80
  – Slack of the worst reg-to-reg path: between 15 and 20 ns
  – R2R cell count: 6
  – Crit Path Category: in -> out
  – Worst path required time: 16.88 ns
  – CP endpoint kind: output pin
  – CP arrival: approximately 11 ns

Worst hold path
  – HP Start: a1.state[0]
  – Cell depth of the worst hold path: 1
  – Tightest Hold Check Type: reg -> reg
  – Worst Hold Path EP: a1.addr[6]

Placement
  – Worst slack, placed: approximately 5.3 ns
  – RePlAce Congestion: around 0.9
  – Post-DP HPWL: ~270000 microns
  – Port buffer count: between 50 and 60

Outcome
  – Status: completed
==> report_power, final <==
part | internal (W) | total, W | switching (W)
logic | 0.000311 | 0.000949 | 0.000638
clock network | 0.00448 | 0.00773 | 0.00325
registers | 0.00957 | 0.00959 | 0.0000109
==> through the flow <==
step           instance area (sq um)  instances  power (W)  hold WS, ns
2_1_floorplan                 168900       7869    0.01025       0.4531
3_3_place_gp                  177100      12480    0.01070       0.5625
3_5_place_dp                  177100      12480    0.01072       0.5773
4_1_cts                       191500      13300    0.01837       0.5967
5_1_grt                       191500      13320    0.01876       0.6358
6_report                      191600      13330    0.01827       0.5964
==> final cells by class <==
| cell class | instances | area (sq um) |
|---|---|---|
| Fill cell | 23970 | 144800 |
| Multi-Input combinational cell | 3010 | 35450 |
| Antenna cell | 28 | 70.07 |
| Clock buffer | 533 | 11570 |
| Timing Repair Buffer | 582 | 4825 |
| Clock inverter | 284 | 2789 |
| Tap cell | 4515 | 5649 |
| Sequential cell | 4372 | 131200 |
| Inverter | 8 | 42.54 |
==> routing by layer <==
layer / global-route usage / wire, microns
met5: 0.02892 / 1175
met1: 0.3896 / 139600
met3: 0.2721 / 94720
met2: 0.4190 / 207800
met4: 0.07521 / 14640
==> how the worst max path moves through the flow <==
stage / slack, ns / endpoint / depth (start not counted) / startpoint
after CTS: 5.26 / HDATA[3] / 13 / HADDR[0]
after global routing: 5.56 / HDATA[3] / 14 / HADDR[0]
final: 6.00 / HDATA[3] / 14 / HADDR[0]
==> cell families after synthesis <==
kind of cell	Yosys count	share of synthesized area
simple gates	631	0.01737
compound gates	820	0.03508
fa+ha+maj	3	0.0002223
other cells	1	0.00002220
xor+xnor	8	0.0004148
mux	1541	0.1538
flops	4372	0.7767
buf+inv	487	0.01640
==> sequential cells by signal, indices dropped and copies added, names as in the netlist <==
name        cells
a1.running      1
c1.nhit         9
SS              1
b1.mem       4352
a1.state        1
a1.addr         8
==> critical path, cell delays in order <==
cell and delay, ns:
buf_16 0.32, buf_4 0.66, buf_4 0.62, buf_4 0.66, buf_12 0.54, mux2i_1 0.18, o221ai_1 0.30, a21oi_1 0.11
nor4_1 0.61, clkbuf_2 0.30, nand4b_1 0.46, nor4_2 0.90, buf_4 0.24, clkdlybuf4s50_1 0.45
==> Yosys cell counts, drive strengths merged (3+ instances only) <==
library cell | number | area share
nor4 | 35 | 0.0013
buf | 246 | 0.011
edfxtp | 4362 | 0.78
clkbuf | 233 | 0.0052
a211oi | 13 | 0.00058
a22o | 34 | 0.0018
ha | 3 | 0.00022
o31ai | 19 | 0.00084
nor2 | 282 | 0.0063
o32ai | 17 | 0.00088
mux4 | 840 | 0.11
nand2 | 101 | 0.0022
a22oi | 15 | 0.00067
and3 | 24 | 0.00089
nand4b | 12 | 0.00062
mux2 | 35 | 0.0023
dfxtp | 10 | 0.0012
xnor2 | 4 | 0.00021
xor2 | 4 | 0.00021
o21ai | 18 | 0.00053
or2 | 3 | 0.00011
nand4 | 18 | 0.00067
nand3 | 15 | 0.00044
and2 | 15 | 0.00056
nand2b | 11 | 0.00041
o221ai | 309 | 0.016
a211o | 11 | 0.00057
mux2i | 666 | 0.039
nor3 | 83 | 0.0025
a21oi | 185 | 0.0055
a221oi | 17 | 0.00088
inv | 6 | 0.00013
o22ai | 175 | 0.0065
nor2b | 6 | 0.00022
or3 | 16 | 0.00059
and4b | 3 | 0.00018
==> cells in the final DEF, fill, tap and decap left out, types with 14 or more instances in the layout <==
cell,count
clkbuf_1,83
nor2_1,154
or3_1,16
o21ai_0,14
clkbuf_16,450
o31ai_1,16
nor3_1,81
nand4_1,18
mux2_2,35
a221oi_1,17
nand2_1,89
clkdlybuf4s50_1,32
and3_1,24
mux4_2,840
clkinv_2,83
diode_2,28
o22ai_1,175
o221ai_1,309
buf_4,507
mux2i_1,666
bufinv_16,48
buf_8,17
o32ai_1,17
a22o_1,34
clkinv_1,113
buf_12,18
a22oi_1,15
nor4_1,28
nor2_2,127
a21oi_1,185
edfxtp_1,4362
and2_1,15
Power figures rest on the tool's default switching activity, not on a simulated workload.
