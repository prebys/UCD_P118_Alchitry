**flow/run.sh**
```bash
#!/bin/bash
# OpenROAD 26Q1-2900-gdf79404cd8, Yosys 0.63+post, stock flow scripts
make -C /OpenROAD-flow-scripts/flow DESIGN_CONFIG=/design/flow/config.mk WORK_HOME=/design/flow/orfs finish
```
**flow/config.mk**
```make
export PLATFORM = sky130hd
export DESIGN_NAME = memory
export DESIGN_NICKNAME = memory
export VERILOG_FILES = /design/flow/design.v
export SDC_FILE = /design/flow/constraint.sdc
export NUM_CORES = 4
export LEC_CHECK = 1
export CORE_UTILIZATION = 30
```
**flow/constraint.sdc**
```tcl
current_design memory

set clk_period 3.8
set clk_io_pct 0.2

create_clock -name clk0 -period $clk_period

set non_clock_inputs [all_inputs -no_clocks]
set_input_delay [expr $clk_period * $clk_io_pct] -clock clk0 $non_clock_inputs
set_output_delay [expr $clk_period * $clk_io_pct] -clock clk0 [all_outputs]
```
**flow/design.v**
```verilog
module memory (
  inout [7:0] databus,
  input [3:0] address,
  input rd,
  input wr);
  reg [7:0] mem [15:0];
  assign databus = (rd==1)? mem[address] : 8'hZZ;
  always @(wr) 
    if(wr==1) mem[address]=databus;
endmodule
```
==> flow_summary.ini <==
; flow metrics
[run_status]
run_status = stopped before the end
firstError = [error] [KeplerFormal.cpp:679] Workflow failed: Iso has multiple drivers: .databus0, _356_.Y0
failed_stage = 4_1_cts

[die]
die_h_um = 106
pin_count = 14
rows = 37
fp_util_pct = 31.2
fp.dieW_um = 106

[placed_design]
detailedPlacementHpwl_um = 5420
place.port_buffers = 5
gp_congestion = 0.895

[sta]
untimed_endpoints = 128
unclocked_regs = 128

[synth]
avgSynthCellArea_um2 = 10.2
syn_area_mm2 = 0.00325
yosys_stat_cell_total = 320
netlist-cell-type-count = 36
top_cell_area_share_pct = 59.0
postSynth.asyncResetShare_pct = 0
ys_ff = 128
synth_top_cell_by_area = dlxtn_1
synth_top_flop_cell = dlxtn_1
ys.warnings.count = 131
post_synth_inst_count = 320
synth.area.top_cells = dlxtn_1 (59%), mux2i_1 (6.8%), a22oi_1 (4.2%)
edf_count = 0
yosysChipArea_mm2 = 0.00325

[clocking]
cts_resized = 0
holdBufCountCts = 0
cts_setup_buffers = 0
==> metrics by stage <==
step / hold WS, ns / power, mW / cells / setup slack [ns] / cell area [µm²]
3_5_place_dp: 2.34 / 0.217 / 456 / 0.375 / 3500
3_3_place_gp: 2.33 / 0.838 / 456 / 0.375 / 3500
2_1_floorplan: 2.01 / 0.179 / 320 / 0.932 / 3250
==> cell families after synthesis <==
family	after synthesis	share of synthesized area (%)
mux	25	8.62
buf+inv	21	4.00
compound gates	71	16.0
simple gates	75	12.3
latches	128	59.0
==> synth_stat cells (all sizes together) (3+ instances only) <==
cell type and number:
dlxtn 128, nor2 23, mux2i 22, a22oi 18, a21oi 16, buf 15
nand2 13, o22ai 12, nand3 9, a22o 8, nand2b 8, nor2b 7
a2111oi 6, o21ai 6, clkbuf 5, and3b 3, nor3b 3
Power is estimated from default activity; no workload was simulated.
